--- /design/flow/config.mk ---
export PLATFORM = sky130hd
export DESIGN_NAME = instruction_fetch_unit
export DESIGN_NICKNAME = instruction_fetch_unit
export VERILOG_FILES = /design/flow/design.v
export SDC_FILE = /design/flow/constraint.sdc
export NUM_CORES = 4
export LEC_CHECK = 1
export CORE_AREA = 10 10 91 91
export DIE_AREA = 0 0 101 101
--- /design/flow/constraint.sdc ---
current_design instruction_fetch_unit

set clk_period 1.0
set clk_io_pct 0.2

create_clock -name clk0 -period $clk_period [get_ports {clk}]

set non_clock_inputs [all_inputs -no_clocks]
set_input_delay [expr $clk_period * $clk_io_pct] -clock clk0 $non_clock_inputs
set_output_delay [expr $clk_period * $clk_io_pct] -clock clk0 [all_outputs]
--- /design/flow/design.v ---
module instruction_fetch_unit (
    output logic [31:0] instruction_out,
    output logic done,
    input [31:0] instruction_in,
    input read,
    input resetn,
    input clk
);
  reg [31:0] program_counter;
  always_ff @(posedge clk) begin
    if (!resetn) begin
      instruction_out <= 'h00;
      program_counter <= 'h00;
      done <= 1'b0;
    end else begin
      if (read) begin
        instruction_out <= instruction_in;
        program_counter <= program_counter + 1'b1;
        done <= 1'b1;
      end else begin
        instruction_out <= instruction_in;
        program_counter <= program_counter;
        done <= 1'b0;
      end
    end
  end
  initial begin
    $dumpvars(0, instruction_fetch_unit);
    $dumpfile("dump.vcd");
  end
endmodule
--- /design/flow/run.sh ---
#!/bin/bash
# OpenROAD 26Q1-2900-gdf79404cd8, Yosys 0.63+post, stock flow scripts
make -C /OpenROAD-flow-scripts/flow DESIGN_CONFIG=/design/flow/config.mk WORK_HOME=/design/flow/orfs finish
==> results.toml <==
# physical design summary
[final_timing]
setup_tns_ps = 0
period_minus_slack_ps = 958
finalHoldViolCount = 0
setup_viol = 0
fmax_mhz = 1040
fin_crit_sh_pct = 95.8
slew_viol_final = 0
tightestPinTransition_ps = 114
rsz0062_at_grt = "false"
finalWorstSetupSlack_ps = 42.3
slew_headroom_pct = 92.4

[die]
dieHeight_um = 101
rows = 29
die_w_um = 101
dieArea_um2 = 10200
fp_util_pct = 14.5
core_area_um2 = 6350
io-pin-count = 68

[synth]
synth_area_per_cell_um2 = 13.4
top_cells_by_area = "dfxtp_1, and2_2, clkbuf_2"
synthAdderAreaFrac_pct = 0
ys.flops = 33
synth_top_area_share_pct = 71.5
muxShareOfSynthArea_pct = 0
ys_seq_share_pct = 71.5
synth_warnings = 3
logic_family = "simple AND/OR/NAND/NOR gates"
synth_area_um2 = 923
ys_cells = 69
synth.distinct_cells = 3
aoi_share_pct = 0
top_area_cell = "dfxtp_1"
simple_gate_share_pct = 26.8
ys_chip_area_um2 = 923
syn_inst = 69
ys_sh_xor_pct = 0

[placed_design]
port_buffers = 67
gp_congestion = 0.621
dpl.hpwl_mm = 2.25
pre_cts_ws_ps = -151

[critical_path]
critical_path_depth = 1
crit_arrival_ps = 760
worst-path-buf-inv = 1
max_stage_delay_ps = 310
required_ps = 800
path_max_fanout = 1
crit_family = "flip-flops"
end_kind = "output pin"
cp-start-kind = "flop"
crit_chain = "clkdlybuf4s15_1"
criticalPathCategory = "reg -> out"
crit_slowest_cell = "dfxtp_1"

[global_route]
antenna_found_initial = 0
grt_usage_pct = 5.14
grt_overflow = 0
first_global_vias = 735
grt_pass1_wl_mm = 4.11
grt_max_degree = 15

[clocking]
cts-resized-gates = 73
htree_levels = 2
cts_root_buf = "clkbuf_8"
clkTransAtPathRegs_ps = 70
cts-hold-fix-buffers = 0
cts_setup_buffers = 0
cts_tree = "done"
clockBufferDepth = 2
cts_buffers = 5
clock-sinks = 33

[finish]
drive_gt1_share_pct = 50.7
n_fill_cell = 647
area_delta_synth_final_pct = 86.6
logic_area_um2 = 248
utilization_pct = 27.1
seq_area_um2 = 674

[power]
ir_drop_uv = 407
power.density_nw_per_um2 = 1620
p_leak_nw = 0.740

[routing]
first_iter_violations = 6
ant_nets = 0
wl_per_cell_um = 12.5
vias = 697
vias_per_cell = 3.15
drt-pass1-iter-count = 2
drc_errors = 0
drt-total-wl_mm = 2.76
antenna_cells = 0

[run_status]
status = "complete, no violations"

[worst_hold_path]
holdPathStages = 2
hp-class = "in -> reg"

[flow_run]
maxCapViolations = 0
warnings = 25
## area by class of cell
type                            count  share of cell area (%)
Multi-Input combinational cell     33                    14.4
Sequential cell                    33                    39.1
Timing Repair Buffer               70                    35.0
Clock buffer                        7                    5.59
Tap cell                           77                    5.59
Clock inverter                      1                   0.290
## routing by layer
| layer | track usage, % | part of all wire [%] |
|---|---|---|
| met1 | 6.06 | 39 |
| met2 | 7.52 | 44 |
| met3 | 3.53 | 15 |
| met4 | 1.18 | 2.5 |
| met5 | 0 | 0 |
## report_power, final
part           leakage, nW  total (mW)  internal [mW]  switching (mW)
registers            0.278        1.41           1.39          0.0162
logic                0.407       0.284          0.227          0.0571
clock network       0.0542        1.09          0.622           0.473
total                0.740        2.78           2.24           0.546
## registers in the layout, indices dropped and copies added (netlist names)
name	count
instruction_out	32
done	1
## cells in the final DEF, fill, tap and decap left out, drive strengths merged
master          n
and2           33
buf             6
clkbuf         22
clkdlybuf4s15  15
clkdlybuf4s50  34
clkinv          1
dfxtp          33
## cell families after synthesis
logic type	count (synthesis)
flip-flops	33
AND/OR/NAND/NOR	33
buffers and inverters	3
## cell usage after synthesis, drive strengths merged
master,n
clkbuf,3
dfxtp,33
and2,33
## per-stage QoR
step,hold WS (ps),instance area [um^2],total power [mW],std cells
2_1_floorplan,336,923,1.48,69
5_1_grt,503,1720,2.93,221
3_3_place_gp,798,1700,1.77,213
6_report,510,1720,2.78,221
3_5_place_dp,800,1700,1.77,213
4_1_cts,496,1790,2.87,221
## final timing paths
path                          startpoint                  end  slack (ps)
worst max-delay path  instruction_out[0]   instruction_out[0]          40
worst min-delay path  instruction_in[30]  instruction_out[30]         510
No activity file was given, so power comes from the tool's default toggle rates.
